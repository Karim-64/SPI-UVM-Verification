<file path="/design/flow/design.v">
interface spi_slave_if(clk);
input logic clk;
logic  MOSI, rst_n, SS_n, tx_valid;
logic  [7:0] tx_data;
logic  [9:0] rx_data;
logic  rx_valid, MISO;
logic  rx_valid_exp, MISO_exp;
logic  [9:0] rx_data_exp;
modport DUT (
input MOSI, clk, rst_n, SS_n, tx_valid, tx_data, rx_data,
output rx_valid, MISO
);
endinterface
import ram_pkg::*;
interface RAM_if(input clk);
	parameter MEM_DEPTH = 256;
	parameter ADDR_SIZE = 8;
	logic  [9:0] din;
    logic  rst_n;		 
    logic  rx_valid;
    logic  tx_valid;
    logic  [7:0] dout;
    logic  [7:0] dout_ref;
    logic  tx_valid_ref;
endinterface : RAM_if
package ram_pkg;
	typedef enum logic[1:0] {WRITE_ADDRESS = 2'b00, WRITE_DATA = 2'b01,
							READ_ADDRESS = 2'b10, READ_DATA = 2'b11} e_mode;
endpackage : ram_pkg
package spi_slave_shared_pkg;
    parameter IDLE      = 3'b000;
    parameter WRITE     = 3'b001;
    parameter CHK_CMD   = 3'b010;
    parameter READ_ADD  = 3'b011;
    parameter READ_DATA = 3'b100;
endpackage
interface SPI_wrapper_if (clk);
    input bit clk;
    logic  MOSI;
    logic  SS_n;
    logic  rst_n;
    logic  MISO, MISO_ref;
endinterface 
module shift_reg (clk, reset, serial_in, direction, mode, datain, dataout);
input clk, reset, serial_in, direction, mode;
input [5:0] datain;
output reg [5:0] dataout;
always @(posedge clk or posedge reset) begin
   if (reset)
      dataout <= 0;
   else
      if (mode)  
         if (direction)  
            dataout <= {datain[4:0], datain[5]};
         else
            dataout <= {datain[0], datain[5:1]};
      else  
         if (direction)  
            dataout <= {datain[4:0], serial_in};
         else
            dataout <= {serial_in, datain[5:1]};
end
endmodule
</file>
<file path="/design/flow/run.sh">
#!/bin/bash
# OpenROAD 26Q1-2900-gdf79404cd8, Yosys 0.63+post, stock flow scripts
make -C /OpenROAD-flow-scripts/flow DESIGN_CONFIG=/design/flow/config.mk WORK_HOME=/design/flow/orfs finish
</file>
<file path="/design/flow/config.mk">
export PLATFORM = sky130hd
export DESIGN_NAME = shift_reg
export DESIGN_NICKNAME = shift_reg
export VERILOG_FILES = /design/flow/design.v
export SDC_FILE = /design/flow/constraint.sdc
export NUM_CORES = 4
export LEC_CHECK = 1
export CORE_AREA = 10 10 70 70
export DIE_AREA = 0 0 80 80
export SYNTH_HDL_FRONTEND = slang
</file>
<file path="/design/flow/constraint.sdc">
current_design shift_reg

set clk_period 1.0
set clk_io_pct 0.2

create_clock -name clk0 -period $clk_period [get_ports {clk}]

set non_clock_inputs [all_inputs -no_clocks]
set_input_delay [expr $clk_period * $clk_io_pct] -clock clk0 $non_clock_inputs
set_output_delay [expr $clk_period * $clk_io_pct] -clock clk0 [all_outputs]
</file>
==> out/results.tsv <==
stage	metric	value	unit
final_timing	finalSetupViolCount	0	
global_route	grt-ovfl-total	0	
cts	cts_setup_buffers	0	
power	power_switching	113	uW
power	switching_share	19.2	%
floorplanning	fp_util	7.69	%
final_timing	max_freq	1030	MHz
critical_path	crit_start	dataout[0]	
cts	cts_tree	yes	
final_timing	slew_headroom	85.4	%
final_layout	layout_top_cell	clkdlybuf4s50_1	
final_layout	layout.area.comb	97.6	sq um
final_timing	fin_crit	0.967	ns
detailed_routing	antennaDiodeCount	0	
final_layout	reg_top3	dataout x6	
floorplanning	chip_area	6400	sq um
final_timing	tightest_slew	0.218	ns
placement	dpl.cell_count	81	
detailed_routing	drt_wl_total	768	um
floorplanning	rows	21	
floorplanning	die-height	80	um
detailed_routing	first_pass_iters	1	
global_route	track_usage	2.14	%
floorplanning	fp.dieW	80	um
final_timing	rsz0062_at_grt	no	
synthesis	yosys_cells	18	
final_timing	hold_violations	0	
cts	h-tree-depth	1	
final_layout	drive_gt1_share	34.2	%
final_layout	regMostFlops	dataout	
floorplanning	coreArea	3420	sq um
critical_path	worst-path-max-fanout	1	
final_timing	setup_tns	0	ns
global_route	grt_antenna_before_repair	0	
synthesis	yosysWarnings	0	
power	p_int	479	uW
power	p_clk_share	35.8	%
final_timing	min_period_over_period	96.7	%
cts	cts_buffers	3	
critical_path	end_kind	primary output	
cts	ctsHoldBuffers	0	
cts	cts.sinks	6	
run	warning_count	25	
power	peakVddDrop	0.189	mV
final_layout	stdcell_count	84	
critical_path	crit_chain	clkdlybuf4s15_1	
cts	clk_path_buf_depth	2	
detailed_routing	post_drt_wl_per_cell	9.14	um
global_route	grt_pass1_vias	219	
cts	clock-root-buffer	clkbuf_4	
placement	gp_congestion	0.676	
critical_path	crit_type	reg2out	
final_layout	fillerInstances	389	
synthesis	synth_flops	6	
critical_path	slowest_stage	dfrtp_1	
synthesis	synthesis.instances	18	
critical_path	worstPathArrival	0.77	ns
synthesis	syn_area_per_cell	14.6	sq um
global_route	grt_pass1_wl	1030	um
power	seqPwrFrac	45.3	%
final_timing	hold_slack	0.179	ns
critical_path	start_kind	flop	
critical_path	crit_family	flip-flops	
final_layout	syn_to_final_growth	87.6	%
power	power_frac_comb	18.9	%
synthesis	synth_seq_share	57.1	%
final_layout	regArea	150	sq um
run_status	outcome	finished, final reports clean	
final_layout	fin_util	14.4	%
detailed_routing	drc	0	
power	total_power	592	uW
power	power_leakage	0.225	nW
cts	clk_transition_reported_paths	0.04	ns
synthesis	ys_types	9	
final_layout	largest_reg_flops	6	
critical_path	slowest_delay	0.36	ns
synthesis	yosysChipArea	263	sq um
detailed_routing	drt_iter0_markers	0	
detailed_routing	vias	204	
run	maxCapViolCount	0	
critical_path	cp_num_buf_inv	1	
detailed_routing	drt.antenna.violating_nets	0	
synthesis	synth_area	263	sq um
critical_path	cp_data_required_time	0.80	ns
detailed_routing	via_per_inst	2.43	
final_timing	report.final.slew_viol_count	0	
global_route	grt_start_max_net_pins	7	
min_path	hold_path.class	in2async	
final_layout	final_cell_mix	clkdlybuf4s50_1 (9), dfrtp_1 (6), mux2_4 (4), clkbuf_2 (4), clkbuf_4 (3)	
floorplanning	boundaryPins	17	
power	power_density	1200	nW/um^2
placement	portBuffers	16	
## cells by family (layout without fill, tap and decap cells)
logic type      after synthesis  after routing  share of synthesized area [%]
mux                           6              6                           30.5
compound gates                2              2                           3.81
simple gates                  2              2                           2.85
flops                         6              6                           57.1
buf+inv                       2             22                           5.71
## stage by stage
| step | area (sq um) | worst slack [ns] |
|---|---|---|
| 2_1_floorplan | 263 | 0.279 |
| 3_3_place_gp | 484 | -0.228 |
| 3_5_place_dp | 484 | -0.250 |
| 4_1_cts | 507 | 0.00672 |
| 5_1_grt | 493 | 0.00430 |
| 6_report | 493 | 0.0326 |
## per-layer routing
layer | wire, um | vias to the layer above | GRT usage (%)
li1 | - | 101 | -
met1 | 279 | 86 | 2.08
met2 | 361 | 13 | 3.45
met3 | 76 | 4 | 1.02
met4 | 51 | 0 | 1.58
met5 | 0 | - | 0
## worst paths after layout
kind | endpoint | slack [ns] | cells after the start
min in group clk0 | dataout[0] | 0.32 | 3
max in group asynchronous | dataout[2] | 0.64 | 2
min | dataout[1] | 0.18 | 2
max | dataout[0] | 0.03 | 1
## final cells by class
type,count,share of cell area [%]
Timing Repair Buffer,18,32.7
Sequential cell,6,30.5
Multi-Input combinational cell,10,19.8
Tap cell,46,11.7
Clock buffer,3,4.57
Inverter,1,0.761
## power groups by stage
stage | clock [mW] | combinational, mW | sequential (mW)
5_1_grt | 0.230 | 0.122 | 0.270
4_1_cts | 0.226 | 0.120 | 0.269
6_report | 0.212 | 0.112 | 0.268
## Yosys cell counts
master   instances  area [sq um]
buf_6            1          11.3
nand2_1          1          3.75
mux2i_1          2          20.0
o21ai_0          1          5.00
mux2_4           4          60.1
nor2_1           1          3.75
dfrtp_1          6           150
a21oi_1          1          5.00
inv_1            1          3.75
## timing repair
item	in CTS	in global routing
gates resized	12	6
pin swaps	0	0
gates cloned	0	0
setup endpoints to repair	6	8
Power is estimated from default activity; no workload was simulated.
