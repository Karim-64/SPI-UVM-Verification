[flow/constraint.sdc]
current_design SPI_wrapper_ref

set clk_period 35.4
set clk_io_pct 0.2

create_clock -name clk0 -period $clk_period [get_ports {clk}]

set non_clock_inputs [all_inputs -no_clocks]
set_input_delay [expr $clk_period * $clk_io_pct] -clock clk0 $non_clock_inputs
set_output_delay [expr $clk_period * $clk_io_pct] -clock clk0 [all_outputs]
[flow/config.mk]
export PLATFORM = sky130hd
export DESIGN_NAME = SPI_wrapper_ref
export DESIGN_NICKNAME = SPI_wrapper_ref
export VERILOG_FILES = /design/flow/design.v
export SDC_FILE = /design/flow/constraint.sdc
export NUM_CORES = 4
export LEC_CHECK = 1
export CORE_UTILIZATION = 40
export SYNTH_HDL_FRONTEND = slang
[flow/design.v]
interface spi_slave_if(clk);
input logic clk;
logic  MOSI, rst_n, SS_n, tx_valid;
logic  [7:0] tx_data;
logic  [9:0] rx_data;
logic  rx_valid, MISO;
logic  rx_valid_exp, MISO_exp;
logic  [9:0] rx_data_exp;
modport DUT (
input MOSI, clk, rst_n, SS_n, tx_valid, tx_data, rx_data,
output rx_valid, MISO
);
endinterface
import ram_pkg::*;
interface RAM_if(input clk);
	parameter MEM_DEPTH = 256;
	parameter ADDR_SIZE = 8;
	logic  [9:0] din;
    logic  rst_n;		 
    logic  rx_valid;
    logic  tx_valid;
    logic  [7:0] dout;
    logic  [7:0] dout_ref;
    logic  tx_valid_ref;
endinterface : RAM_if
package ram_pkg;
	typedef enum logic[1:0] {WRITE_ADDRESS = 2'b00, WRITE_DATA = 2'b01,
							READ_ADDRESS = 2'b10, READ_DATA = 2'b11} e_mode;
endpackage : ram_pkg
package spi_slave_shared_pkg;
    parameter IDLE      = 3'b000;
    parameter WRITE     = 3'b001;
    parameter CHK_CMD   = 3'b010;
    parameter READ_ADD  = 3'b011;
    parameter READ_DATA = 3'b100;
endpackage
interface SPI_wrapper_if (clk);
    input bit clk;
    logic  MOSI;
    logic  SS_n;
    logic  rst_n;
    logic  MISO, MISO_ref;
endinterface 
module spi_slave_ref #(
    parameter IDLE      = 3'b000,  
    parameter WRITE     = 3'b001,  
    parameter CHK_CMD   = 3'b010,  
    parameter READ_ADD  = 3'b011,  
    parameter READ_DATA = 3'b100   
) (
    input            MOSI,       
    input            SS_n,       
    input            clk,
    input            rst_n,
    input      [7:0] tx_data,    
    input            tx_valid,   
    output reg       MISO,       
    output reg [9:0] rx_data,    
    output reg       rx_valid    
);
    (* fsm_encoding = "gray" *)
    reg [2:0] cs, ns;    
    reg [5:0] counter;   
    reg       rd_addr;   
    always @(*) begin
        case (cs)
            IDLE:    ns = (SS_n) ? IDLE : CHK_CMD;
            CHK_CMD: begin
                if (~SS_n)
                  if (MOSI) ns = (rd_addr) ? READ_DATA : READ_ADD;
                  else ns = WRITE;
                else ns = IDLE;
            end
            WRITE:   ns = (SS_n == 1) ? IDLE : WRITE;
            READ_ADD: begin
                if (SS_n == 1) ns = IDLE;
                else ns = READ_ADD;
            end
            READ_DATA: begin
                if ( SS_n == 1) ns = IDLE;
                else ns = READ_DATA;
            end
            default: ns = IDLE;
        endcase
    end
    always @(posedge clk) begin
        if (~rst_n) begin
            cs      <= IDLE;
            counter <= 3'b0;
            MISO    <= 0;
            rx_data <= 10'b0;
            rd_addr <= 0;
            rx_valid <= 0;
        end 
        else begin
            cs <= ns;
            if (cs == IDLE) begin
                counter <= 0;
                rx_valid <= 0;
            end
            else if (cs == WRITE || cs == READ_ADD) begin
                rx_valid <= (counter == 10)? 1 : 0;   
                if (counter < 10) 
                    rx_data[9-counter] <= MOSI;  
                else if (cs == READ_ADD && counter==10)
                    rd_addr <= 1;  
                counter <= counter + 1;
            end 
            else if (cs == READ_DATA) begin
                if(~tx_valid) begin
                    if (counter < 10 && ~rx_valid) begin
                        rx_data[9-counter] <= MOSI;  
                        counter <= counter + 1;
                    end
                    else if( counter == 10) begin
                        rx_valid <= 1;
                        counter <= 0;
                    end
                end
                else begin
                    rx_valid <= 0;
                    if (counter < 8)
                        MISO <= tx_data[7-counter];
                    else if (counter == 8)
                        rd_addr <= 0;
                    counter <= counter + 1;
                end
            end
        end
    end
endmodule
module RAM_ref #(
    parameter MEM_DEPTH = 256,
    parameter ADDR_SIZE = 8
)(
    input  [9:0] din,
    input  clk,
    input  rst_n,        
    input  rx_valid,
    output reg [7:0] dout,
    output reg tx_valid
);
    reg [7:0] mem [MEM_DEPTH-1:0];
    reg [7:0] wr_addr, rd_addr;
    always @(posedge clk) begin
        if(~rst_n) begin
            dout     <= 0;
            tx_valid <= 0;
            wr_addr  <= 0;
            rd_addr  <= 0;
        end
        else if(rx_valid) begin
            case (din[9:8])
                2'b00 : wr_addr      <= din[7:0];
                2'b01 : mem[wr_addr] <= din[7:0];
                2'b10 : rd_addr      <= din[7:0];
                2'b11 : dout         <= mem[rd_addr];
            endcase
            tx_valid <= ((din[9:8] == 2'b11) && rx_valid);
        end
    end
endmodule
module SPI_wrapper_ref(
    input  MOSI,
    input  SS_n,
    input  clk,
    input  rst_n,
    output MISO
);
    wire [9:0] rx_data;
    wire [7:0] tx_data;
    wire rx_valid, tx_valid;
    spi_slave_ref SPI_Slave(
        .MOSI(MOSI),
        .SS_n(SS_n),    
        .clk(clk),
        .rst_n(rst_n),
        .tx_data(tx_data),      
        .tx_valid(tx_valid),    
        .MISO(MISO),
        .rx_data(rx_data),      
        .rx_valid(rx_valid)     
    );
    RAM_ref RAM_ref(
        .din(rx_data),
        .clk(clk),
        .rst_n(rst_n), 
        .rx_valid(rx_valid),
        .dout(tx_data),
        .tx_valid(tx_valid)
    );
endmodule
[flow/run.sh]
#!/bin/bash
# OpenROAD 26Q1-2900-gdf79404cd8, Yosys 0.63+post, stock flow scripts
make -C /OpenROAD-flow-scripts/flow DESIGN_CONFIG=/design/flow/config.mk WORK_HOME=/design/flow/orfs finish
==> impl.org <==
#+TITLE: Synthesis and PnR summary

** Floorplanning
- The floorplan step set the die width to 456 um.
- Number of rows created at floorplan :: 166
- Chip area :: 208000 um^2
- Placeable Area :: 205000 um^2
- Initial core utilization :: 40.3%
- Pin placement for this block handled 5 I/O pins.
- The floorplan step set the die height to 456 um.

** Pwr
- Per report_power, the combinational group accounts for 0.1% of the total.
- Power after layout :: 4.91 mW
- Power per standard cell area :: 53.2 nW/um^2
- Worst voltage drop across the vdd grid :: 0.0533 mV
- The script computed the net switching share of total power as 19.4%.
- Internal power comes to 3.96 mW.
- Leakage dissipation :: 28.0 nW
- Reg power frac :: 54.6%
- Total net switching power :: 0.953 mW
- Fraction of power consumed by the clock network :: 45.3%

** Final timing
- Dividing the final minimum period by the clock period gives 28.6%.
- Setup repair after global routing left no endpoint under its margin.
- Maximum clock skew at final layout :: 45.2 ps
- Number of pins with negative max-slew slack in the final report :: 0
- In the final timing run, aggregate negative setup slack is 0 ps.
- Max-slew headroom :: 19.1%
- Fmax achieved :: 0.0987 GHz
- The smallest clock period supported by the final layout is computed as 10130 ps.
- Counting endpoints that fail hold in the final report gives 0.
- Setup violation total in the final timing report :: 0
- Worst Tran Pin Value :: 1200 ps

** Logic synthesis
- The number of different library cells used by synthesis comes to 77.
- The mapped netlist covers 82500 um^2.
- Per the post-synthesis report, the number of cells in the design is 4110.
- The synthesized design contains 2048 enable-type register cells.
- Yosys warning count :: 1
- Per Yosys stat, the portion of area used by sequential elements is 75.7%.
- Mean post-synth cell area :: 20.1 um^2
- For this run, the chip area from Yosys synthesis comes to 82500 um^2.
- Async set or reset register ratio after synthesis :: 0%
- Looking at the cell usage after synthesis, the top flip-flop cell is sky130_fd_sc_hd__edfxtp_1.
- Synth Register Bits :: 2097
- Count of instantiated cells in the yosys netlist :: 4110

** Route
- Routed length per placed instance :: 32.4 um
- In the routed design, unresolved DRC markers number 0.
- Detailed-route iteration 0 reported a violation count of 3261.
- The final route contains 41800 vias.
- Routed WL :: 230000 um
- Dividing the detail-routed via count by the number of cells gives 5.88.
- Count of nets left with antenna violations after detail routing :: 0
- Drt first pass iters :: 5

** Flow run
- Stage-log warning count :: 37
- Per the run summary, max-cap violations total 0.

** CTS
- The tree is rooted in a sky130_fd_sc_hd__clkbuf_16.
- Number of buffers on the longest clock path :: 3
- On the worst setup and hold paths after CTS, the clock-pin slew comes to 60 ps.
- Number of H-tree levels :: 4
- Clock tree from TritonCTS :: built
- Number of buffers added to fix hold violations after cts :: 0
- Number of sinks handled by clock tree synthesis :: 2097
- Post-CTS repair changed the size of 0 cells.
- Insertion delay to the later sink of the worst-skew pair :: 860 ps
- Total setup buffers inserted after CTS :: 0
- Total clock buffers created by CTS :: 207

** Placed design
- Port bufs :: 4
- Per the gpl log, the routability congestion estimate is 0.969.
- Detailed placement ended at an HPWL of 146000 um.
- Detailed placement reports a standard cell area of 85300 um^2.

** Finish
- Most used cells in the layout excluding fill and tap cells :: sky130_fd_sc_hd__edfxtp_1, sky130_fd_sc_hd__mux4_2, sky130_fd_sc_hd__nor2_1
- Most frequent logic cell in the layout :: sky130_fd_sc_hd__edfxtp_1
- Cells with a size suffix above 1 make up 19.6% of the layout.
- After routing the design area is 92200 um^2.
- The multi-input combinational cells in the finished layout cover a total of 18100 um^2.
- In the final layout, flip-flops and latches occupy 62500 um^2.
- From synthesis to final layout, the design area changed by 11.8%.
- The layout has 17000 filler cells.

** GRT
- The first global-routing pass estimated 330000 um of wire.
- The via count of the first global-routing pass came to 46200.
- Global route overflow :: 0
- Global routing consumed, over all layers together, 24.5% of the routing resources.
- The initial antenna violation count was 5.
- Entering global routing, the biggest net connects 102 pins.

** Worst setup path
- CP Data Arrival Time :: 10610 ps
- Highest net fanout along the worst path :: 34
- Register-to-Register Path Depth :: 9
- The worst setup path is captured at a register.
- Startpoint Class :: input pin
- Critical path startpoint :: rst_n
- The worst register-to-register path begins at RAM_ref.rd_addr[0].
- Capture instance of the worst register-to-register path :: RAM_ref.dout[4]
- Per STA, the endpoint of the critical path is RAM_ref.mem[29][0].
- The worst setup path is of the input pin to register kind.
- The worst register-to-register path has a setup slack of 30070 ps.
- According to the timing report, the data required time at the worst endpoint equals 35890 ps.

** Worst hold path
- The worst hold path belongs to the class register to register.

** Status
- Outcome :: finished, final reports clean
through the flow:
step	util [%]	instances	hold slack [ps]	setup WS [ps]
after floorplan	-	4110	431	26600
after global placement	41.6	6719	458	24610
after detailed placement	41.6	6719	462	24520
after CTS	45.0	7108	480	25420
after global routing	45.0	7110	507	25260
final	45.0	7112	482	25270
metal layers:
| layer | up-vias | global-route usage [%] | part of all wire, % |
|---|---|---|---|
| met1 | 20800 | 29.2 | 32 |
| met2 | 3290 | 34.3 | 45 |
| met3 | 417 | 19.8 | 18 |
| met4 | 24 | 7.44 | 4.0 |
| met5 | - | 2.69 | 0.36 |
| li1 | 17300 | - | - |
cell families after synthesis:
logic type | count (synthesis) | share of synthesized area, %
simple gates | 687 | 3.67
buf+inv | 253 | 2.43
compound gates | 391 | 3.36
xor+xnor | 6 | 0.0637
fa+ha+maj | 7 | 0.106
mux | 669 | 14.6
flops | 2097 | 75.7
layout make-up:
cell class / count / area share [%]
sequential: 2097 / 67.8
antenna: 4 / 0.0109
tap: 2688 / 3.65
multi-input combinational: 1760 / 19.6
clock inverter: 151 / 1.72
inverter: 11 / 0.0475
timing repair buffer: 163 / 1.39
clock buffer: 238 / 5.81
worst min-delay path by stage:
| stage | from | end | slack, ps | cells after the start |
|---|---|---|---|---|
| 4_1_cts | RAM_ref.rd_addr[7] | RAM_ref.rd_addr[7] | 480 | 2 |
| 5_1_grt | RAM_ref.dout[4] | RAM_ref.dout[4] | 510 | 1 |
| 6_report | RAM_ref.rd_addr[7] | RAM_ref.rd_addr[7] | 480 | 2 |
worst max-delay path, cell delays in order:
cell,delay (ps)
sky130_fd_sc_hd__clkdlybuf4s50_1,490
sky130_fd_sc_hd__buf_4,350
sky130_fd_sc_hd__nand3_1,190
sky130_fd_sc_hd__nor2_1,220
sky130_fd_sc_hd__and3_1,500
sky130_fd_sc_hd__nand2_1,670
sky130_fd_sc_hd__buf_4,490
sky130_fd_sc_hd__nor2_1,570
power by group through the flow:
| stage | Sequential, mW | Combinational, mW | Clock [mW] |
|---|---|---|---|
| after CTS | 2.68 | 0.00289 | 2.26 |
| final | 2.68 | 0.00294 | 2.23 |
| after global routing | 2.68 | 0.00319 | 2.35 |
synthesized netlist by cell type, drive strengths merged, types with 15 or more instances:
| library cell | instances | area (um^2) |
|---|---|---|
| edfxtp | 2048 | 61500 |
| mux4 | 411 | 9500 |
| nor2 | 304 | 1140 |
| mux2i | 257 | 2570 |
| nand2 | 181 | 687 |
| buf | 147 | 1480 |
| clkbuf | 94 | 473 |
| o22ai | 82 | 513 |
| nand3 | 51 | 260 |
| o221ai | 50 | 444 |
| dfxtp | 49 | 981 |
| o21ai | 47 | 235 |
| a21oi | 45 | 225 |
| a22oi | 41 | 308 |
| nor3 | 38 | 195 |
| a211oi | 25 | 188 |
| nor2b | 24 | 150 |
| nor4 | 21 | 131 |
| a21boi | 20 | 150 |
| nand4 | 18 | 113 |
| a2111oi | 15 | 148 |
state kept, by name, summed over array words and instances (netlist names):
signal,cells
SPI_Slave.counter,6
RAM_ref.tx_valid,1
SPI_Slave.rx_valid,1
SPI_Slave.MISO,1
RAM_ref.dout,8
RAM_ref.rd_addr,8
RAM_ref.mem,2048
RAM_ref.wr_addr,8
SPI_Slave.rx_data,10
SPI_Slave.rd_addr,1
SPI_Slave.cs,5
No activity file was given, so power comes from the tool's default toggle rates.
