==> flow/config.mk <==
export PLATFORM = sky130hd
export DESIGN_NAME = WRAPPER
export DESIGN_NICKNAME = WRAPPER
export VERILOG_FILES = /design/flow/design.v
export SDC_FILE = /design/flow/constraint.sdc
export NUM_CORES = 4
export LEC_CHECK = 1
export CORE_UTILIZATION = 30
export SYNTH_HDL_FRONTEND = slang
==> flow/constraint.sdc <==
current_design WRAPPER

set clk_period 38.0
set clk_io_pct 0.2

create_clock -name clk0 -period $clk_period [get_ports {clk}]

set non_clock_inputs [all_inputs -no_clocks]
set_input_delay [expr $clk_period * $clk_io_pct] -clock clk0 $non_clock_inputs
set_output_delay [expr $clk_period * $clk_io_pct] -clock clk0 [all_outputs]
==> flow/design.v <==
interface spi_slave_if(clk);
input logic clk;
logic  MOSI, rst_n, SS_n, tx_valid;
logic  [7:0] tx_data;
logic  [9:0] rx_data;
logic  rx_valid, MISO;
logic  rx_valid_exp, MISO_exp;
logic  [9:0] rx_data_exp;
modport DUT (
input MOSI, clk, rst_n, SS_n, tx_valid, tx_data, rx_data,
output rx_valid, MISO
);
endinterface
import ram_pkg::*;
interface RAM_if(input clk);
	parameter MEM_DEPTH = 256;
	parameter ADDR_SIZE = 8;
	logic  [9:0] din;
    logic  rst_n;		 
    logic  rx_valid;
    logic  tx_valid;
    logic  [7:0] dout;
    logic  [7:0] dout_ref;
    logic  tx_valid_ref;
endinterface : RAM_if
package ram_pkg;
	typedef enum logic[1:0] {WRITE_ADDRESS = 2'b00, WRITE_DATA = 2'b01,
							READ_ADDRESS = 2'b10, READ_DATA = 2'b11} e_mode;
endpackage : ram_pkg
package spi_slave_shared_pkg;
    parameter IDLE      = 3'b000;
    parameter WRITE     = 3'b001;
    parameter CHK_CMD   = 3'b010;
    parameter READ_ADD  = 3'b011;
    parameter READ_DATA = 3'b100;
endpackage
interface SPI_wrapper_if (clk);
    input bit clk;
    logic  MOSI;
    logic  SS_n;
    logic  rst_n;
    logic  MISO, MISO_ref;
endinterface 
module SLAVE (MOSI,MISO,SS_n,clk,rst_n,rx_data,rx_valid,tx_data,tx_valid);
localparam IDLE      = 3'b000;
localparam WRITE     = 3'b001;
localparam CHK_CMD   = 3'b010;
localparam READ_ADD  = 3'b011;
localparam READ_DATA = 3'b100;
input            MOSI, clk, rst_n, SS_n, tx_valid;
input      [7:0] tx_data;
output reg [9:0] rx_data;
output reg       rx_valid, MISO;
reg [3:0] counter;
reg       received_address;
reg [2:0] cs, ns;
always @(posedge clk) begin
    if (~rst_n) begin
        cs <= IDLE;
    end
    else begin
        cs <= ns;
    end
end
always @(*) begin
    case (cs)
        IDLE : begin
            if (SS_n)
                ns = IDLE;
            else
                ns = CHK_CMD;
        end
        CHK_CMD : begin
            if (SS_n)
                ns = IDLE;
            else begin
                if (~MOSI)
                    ns = WRITE;
                else begin
                    if (received_address) 
                        ns = READ_DATA;   
                    else
                        ns = READ_ADD;
                end
            end
        end
        WRITE : begin
            if (SS_n)
                ns = IDLE;
            else
                ns = WRITE;
        end
        READ_ADD : begin
            if (SS_n)
                ns = IDLE;
            else
                ns = READ_ADD;
        end
        READ_DATA : begin
            if (SS_n)
                ns = IDLE;
            else
                ns = READ_DATA;
        end
        default : ns = IDLE;
    endcase
end
always @(posedge clk) begin
    if (~rst_n) begin 
        rx_data <= 0;
        rx_valid <= 0;
        received_address <= 0;
        MISO <= 0;
        counter <= 0;  
    end
    else begin
        case (cs)
            IDLE : begin
                rx_valid <= 0;
            end
            CHK_CMD : begin
                counter <= 10;      
            end
            WRITE : begin
                counter <= counter - 1;
                if (counter > 0) begin
                    rx_data[counter-1] <= MOSI;
                end
                rx_valid <= (counter ==0 )? 1 : 0;  
            end
            READ_ADD : begin
                counter <= counter - 1;
                if (counter > 0) begin
                    rx_data[counter-1] <= MOSI;
                end
                else begin
                    received_address <= 1;
                end
                rx_valid <= (counter ==0 )? 1 : 0;  
            end
            READ_DATA : begin
                if (tx_valid) begin
                    rx_valid <= 0;
                    if (counter > 0) begin
                        MISO <= tx_data[counter-1];
                        counter <= counter - 1;
                    end
                    else begin
                        received_address <= 0;
                    end
                end
                else begin
                    if(counter > 0 && ~rx_valid) begin                  
                        rx_data[counter-1] <= MOSI;
                        counter <= counter - 1;
                    end
                    else begin
                        rx_valid <= 1;
                        counter <= 8;
                    end
                end
            end
            default : begin
            end
        endcase
    end
end
endmodule
module RAM (din,clk,rst_n,rx_valid,dout,tx_valid);
input      [9:0] din;
input            clk, rst_n, rx_valid;
output reg [7:0] dout;
output reg       tx_valid;
reg [7:0] MEM [255:0];
reg [7:0] Rd_Addr, Wr_Addr;
always @(posedge clk) begin
    if (~rst_n) begin
        dout <= 0;
        tx_valid <= 0;
        Rd_Addr <= 0;
        Wr_Addr <= 0;
    end
    else if (rx_valid) begin
        case (din[9:8])
            2'b00 : Wr_Addr <= din[7:0];
            2'b01 : MEM[Wr_Addr] <= din[7:0];
            2'b10 : Rd_Addr <= din[7:0];
            2'b11 : dout <= MEM[Rd_Addr];    
            default : dout <= 0;
        endcase
        tx_valid <= (din[9] && din[8])? 1'b1 : 1'b0;  
     end
end
endmodule
module WRAPPER (MOSI,MISO,SS_n,clk,rst_n);
input  MOSI, SS_n, clk, rst_n;
output MISO;
wire [9:0] rx_data_din;
wire       rx_valid;
wire       tx_valid;
wire [7:0] tx_data_dout;
RAM   RAM_instance   (rx_data_din,clk,rst_n,rx_valid,tx_data_dout,tx_valid);
SLAVE SLAVE_instance (MOSI,MISO,SS_n,clk,rst_n,rx_data_din,rx_valid,tx_data_dout,tx_valid);
endmodule
==> flow/run.sh <==
#!/bin/bash
# OpenROAD 26Q1-2900-gdf79404cd8, Yosys 0.63+post, stock flow scripts
make -C /OpenROAD-flow-scripts/flow DESIGN_CONFIG=/design/flow/config.mk WORK_HOME=/design/flow/orfs finish
==> impl_report.txt <==
PHYSICAL IMPLEMENTATION REPORT
----------------------------------------------------
[Status]
  Result of the run ........................ finished clean

[Placement]
  Tally of buffers added on design ports ........................ 4
  Worst slack, placed ........................ 26.67 ns
  Detailed placer's ending HPWL ........................ 143 mm
  Routability Congestion ........................ 0.957

[Routing]
  Via count ........................ 41000
  Met3 layer wire length in the routed design ........................ 41.3 mm
  Via density per instance ........................ 5.20
  Sum of routed wire length over all layers ........................ 226 mm
  Drt first pass iters ........................ 5
  Detail-routed net length per standard cell ........................ 28.6 um
  Routed met2 length ........................ 103 mm
  Number of routed nets with antenna violations ........................ 0
  Number of DRC markers after the initial detailed-route iteration ........................ 2943
  Length of routed wiring on met1 ........................ 71.3 mm
  Remaining design rule violation count ........................ 0
  Top layer used by detailed routing ........................ met5

[Synthesis]
  Mapped Area ........................ 0.0818 mm^2
  YS chip area ........................ 0.0818 mm^2
  # Cells Yosys ........................ 4024
  Mean cell area of the mapped netlist ........................ 20.3 um^2
  Number of distinct library cell variants in the gate-level netlist after synthesis ........................ 63
  Top cells by area ........................ edfxtp_1, mux4_2, mux2i_1
  Cell count after synthesis ........................ 4024
  Most instantiated library cell after synthesis ........................ edfxtp_1
  Sequential cell area fraction in the yosys report ........................ 76.3%
  Proportion of register bits with asynchronous set or reset after synthesis ........................ 0%
  Post-synth top area cell ........................ edfxtp_1
  Number of register bits inferred by synthesis ........................ 2095
  Top cells by instance count after synthesis ........................ edfxtp_1, mux4_2, nor2_1
  EDFF count, synth ........................ 2048
  Most common flop cell mapped by yosys ........................ edfxtp_1
  Yosys top cell area share ........................ 75.2%
  Warning count from the yosys run ........................ 0

[Finish]
  Multi-input gate area ........................ 0.0178 mm^2
  Filler instances ........................ 24800
  Sequential Area ........................ 0.0625 mm^2
  Fraction of final layout cells with drive strength greater than 1 ........................ 20.5%
  Area Growth Syn to Fin ........................ 13.3%

[Clocking]
  Resized Gates After CTS ........................ 0
  H-tree levels ........................ 4
  Clock latency reported for the late side of the worst-skew pair ........................ 0.87 ns
  Number of sinks handled by clock tree synthesis ........................ 2095
  Hold_buf cts ........................ 0
  CTS tree ........................ built
  Clk pin slew, worst setup/hold paths ........................ 0.07 ns
  Buffer count from post-CTS setup fixing ........................ 0
  Maximum clock insertion buffer count ........................ 3
  Inserted Clock Buffers ........................ 202
  Buffer cell driving the clock tree root ........................ clkbuf_16

[Job]
  Max capacitance violation total ........................ 0
  Count of tool warnings ........................ 33

[Timing]
  Setup clock skew after layout ........................ 0.0593 ns
  Slew @ Worst Pin ........................ 1.17 ns
  Final worst setup slack ........................ 27.43 ns
  Fin Setup TNS ........................ 0 ns
  Max Clock Freq ........................ 94.6 MHz
  Final hold slack ........................ 0.467 ns
  Hold violation total from the final report ........................ 0
  Unrepaired setup endpoints after global routing ........................ false
  Final setup violating endpoints ........................ 0
  Final Max-Slew Violation Tally ........................ 0
  Relative slew margins ........................ 21.3%
  Final period util ........................ 27.8%
  Fin crit period ........................ 10.57 ns

[GRT]
  GRT Util Overall ........................ 17.8%
  First-pass GRT wire length ........................ 324 mm
  Via count of the first global-routing pass ........................ 45700
  Overflow left after global routing ........................ 0
  Initial antenna violation count ........................ 9
  Pin count of the biggest net entering global routing ........................ 101

[Die]
  Floorplan row count ........................ 191
  Area of the placeable core ........................ 0.271 mm^2
  Starting density of the core ........................ 30.2%
  Horizontal die dimension ........................ 524 um
  Die y size ........................ 524 um
  Top-level port count ........................ 5
  Die ar. ........................ 0.275 mm^2

[Setup path]
  Maximum fanout count along the critical path ........................ 37
  Worst flop-to-flop path startpoint ........................ RAM_instance.Rd_Addr[0]
  R2R depth ........................ 10
  Capturing element type of the critical path ........................ flip-flop
  Type of the worst setup path ........................ input pin to flip-flop
  Req. time, crit path ........................ 38.47 ns
  R2R Setup Slk ........................ 32.21 ns
  End of the worst register-to-register path ........................ RAM_instance.dout[2]
  Kind of start point of the critical path ........................ input pin
  CP arrival ........................ 11.05 ns

[Worst hold path]
  Worst Hold Path Cells ........................ 1
  Endpoint of the worst hold-timing path ........................ RAM_instance.dout[2]
  Launch instance of the worst min-delay path ........................ RAM_instance.dout[2]
  Tightest Hold Check Type ........................ flip-flop to flip-flop

[Power]
  Leak Pwr ........................ 27.5 nW
  Cell Pwr Density ........................ 48.5 mW/mm^2
  Peak supply drop ........................ 47.7 uV

----------------------------------------------------
logic make-up after synthesis:
kind of cell    synth area share, %
compound gates                 3.27
flops                          76.3
simple gates                   3.24
buf+inv                        1.99
xor+xnor                     0.0214
fa+ha+maj                    0.0765
mux                            15.1
final cells by class:
cell class | count | share of cell area (%)
Clock inverter | 127 | 1.48
Timing Repair Buffer | 152 | 1.34
Inverter | 8 | 0.0378
Antenna cell | 4 | 0.0108
Multi-Input combinational cell | 1680 | 19.2
Tap cell | 3570 | 4.82
Clock buffer | 250 | 5.67
Sequential cell | 2095 | 67.4
metrics by stage:
step	cell area, um^2	instances	util, %	power (mW)
2_1_floorplan	81800	4024	-	2.55
3_3_place_gp	86000	7505	31.7	2.56
3_5_place_dp	86000	7505	31.7	2.56
4_1_cts	92700	7882	34.2	4.53
5_1_grt	92700	7883	34.2	4.62
6_report	92700	7886	34.2	4.50
worst max-delay path by stage:
stage / from / to / slack (ns)
finish: rst_n / RAM_instance.MEM[230][5] / 27.43
global route: rst_n / RAM_instance.MEM[230][5] / 27.36
CTS: rst_n / RAM_instance.MEM[230][5] / 27.54
placed cells by master (no fill, tap or decap), types with 10 or more instances in the layout:
cell type	Yosys	routed
nand3_1	37	36
a21oi_1	35	35
dfxtp_1	47	35
nor2b_1	29	29
bufinv_16	0	21
nor3_1	47	46
o221ai_1	46	46
and2_1	17	17
o22ai_1	86	86
edfxtp_1	2048	2048
nand2b_1	13	12
buf_4	17	141
nand2_1	91	90
mux2i_1	259	259
o21ai_0	59	59
clkbuf_1	107	47
dfxtp_4	0	12
a22oi_1	50	50
clkinv_2	0	30
nor2_1	310	305
mux4_1	13	13
mux4_2	417	417
a211oi_1	28	28
clkbuf_16	0	203
a31oi_1	15	15
clkinv_1	1	46
or3_1	10	10
worst max-delay path, stage by stage:
cell	delay, ns
clkdlybuf4s50_1	0.46
buf_4	0.36
and3_1	0.29
nand2b_1	0.16
nor3b_1	0.43
nand3b_1	0.67
buf_4	0.47
nor2_1	0.56
flip-flops by register name, indices dropped and copies added, names as in the netlist:
register,flops
SLAVE_instance.MISO,1
RAM_instance.dout,8
RAM_instance.Rd_Addr,8
RAM_instance.tx_valid,1
SLAVE_instance.received_address,1
SLAVE_instance.rx_valid,1
RAM_instance.MEM,2048
SLAVE_instance.rx_data,10
SLAVE_instance.counter,4
SLAVE_instance.cs,5
RAM_instance.Wr_Addr,8
where the power goes:
| group | leakage (nW) | switching (mW) | total (mW) | internal [mW] |
|---|---|---|---|---|
| Clock | 3.20 | 0.860 | 1.99 | 1.13 |
| Sequential | 19.4 | 0.00115 | 2.50 | 2.50 |
| Combinational | 4.93 | 0.00610 | 0.00919 | 0.00309 |
routing by layer:
layer  track usage, %  vias up
li1                 -    16900
met1             18.6    20500
met2             26.1     3178
met3             15.1      437
met4             5.72       31
met5             3.10        -
No activity file was given, so power comes from the tool's default toggle rates.
